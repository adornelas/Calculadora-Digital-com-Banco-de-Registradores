==> ./design.v <==
module decoder7 (In, Out);
input [3:0] In;
output reg[6:0] Out;
always @(*)
case (In)
4'b0000 : Out = ~7'b0111111;
4'b0001 : Out = ~7'b0000110;
4'b0010 : Out = ~7'b1011011;
4'b0011 : Out = ~7'b1001111;
4'b0100 : Out = ~7'b1100110;
4'b0101 : Out = ~7'b1101101;
4'b0110 : Out = ~7'b1111101;
4'b0111 : Out = ~7'b0000111;
4'b1000 : Out = ~7'b1111111;
4'b1001 : Out = ~7'b1101111;
4'b1010 : Out = ~7'b1110111;
4'b1011 : Out = ~7'b1111100;
4'b1100 : Out = ~7'b0111001;
4'b1101 : Out = ~7'b1011110;
4'b1110 : Out = ~7'b1111001;
4'b1111 : Out = ~7'b1110001;
default : Out = ~7'b0000000;
endcase
endmodule
==> ./run.sh <==
#!/bin/bash
# OpenROAD 26Q1-2900-gdf79404cd8, Yosys 0.63+post, stock flow scripts
make -C /OpenROAD-flow-scripts/flow DESIGN_CONFIG=/design/flow/config.mk WORK_HOME=/design/flow/orfs finish
==> ./config.mk <==
export PLATFORM = sky130hd
export DESIGN_NAME = decoder7
export DESIGN_NICKNAME = decoder7
export VERILOG_FILES = /design/flow/design.v
export SDC_FILE = /design/flow/constraint.sdc
export NUM_CORES = 4
export LEC_CHECK = 1
export CORE_AREA = 10 10 70 70
export DIE_AREA = 0 0 80 80
==> ./constraint.sdc <==
current_design decoder7

set clk_period 1.5
set clk_io_pct 0.2

create_clock -name clk0 -period $clk_period

set non_clock_inputs [all_inputs -no_clocks]
set_input_delay [expr $clk_period * $clk_io_pct] -clock clk0 $non_clock_inputs
set_output_delay [expr $clk_period * $clk_io_pct] -clock clk0 [all_outputs]
==> impl_metrics.tcl <==
# place-and-route summary
set metrics [dict create \
    power_report.internal_total_mw 0.08609 \
    hold_path_class "input pin to primary output" \
    synth-area-yosys_um2 275.3 \
    antenna_found_initial 0 \
    placement.setup.worst_slack_ns -1.029 \
    ys_types 15 \
    clock.fmax_mhz 608.1 \
    chip_area_um2 6400 \
    metal2_wl_um 445 \
    power.density_cell_area_nw_per_um2 240.3 \
    die_y_um 80 \
    area_growth_syn_to_layout_pct 118.6 \
    leakage_nw 0.2646 \
    flop-count 0 \
    netlist.area_leader.share 0.3182 \
    tool_warnings 40 \
    worst_pin_slew_ns 0.1735 \
    worst_path_max_fanout 4 \
    pwr-share-clk 0 \
    post_synth_ao_oa_area_fraction 0.1545 \
    detailedPlacementHpwl_um 619 \
    failed_checks "negative setup slack" \
    outcome "finished, violations left" \
    yosys_warnings 1 \
    ios 11 \
    area.sequential_um2 0 \
    netlist_instances 32 \
    post_synth_mux_area_share 0.2818 \
    setup_repair_after_global_routing_missed_its_margin "yes" \
    synthesis.area_per_instance_um2 8.602 \
    power.share.combinational 1.000 \
    io_buffer_count 11 \
    nClkBuffers 0 \
    gr-total-overflow 0 \
    synth_area_leader_cell "sky130_fd_sc_hd__ha_1" \
    final_hold_violation_count 0 \
    route.detailed.drc 0 \
    crit_path_arrival_time_ns 1.34 \
    route.detailed.wl_per_inst_um 9.150 \
    synth-simple-area-share 0.1455 \
    critPathLaunchType "input pin" \
    finalSetupViolCount 4 \
    num-fill-cells 373 \
    placement_rows 21 \
    avgViaCountPerCell 3.000 \
    worst_setup_path_end_kind "primary output" \
    maxSlewViolCount 0 \
    seq_area_frac_synth 0 \
    top_signal_layer_used "met3" \
    global_route.usage.total 0.02798 \
    antenna_cells 0 \
    cell_area_after_technology_mapping_um2 275.3 \
    wl_met1_um 406 \
    crit_required_ns 1.20 \
    drt_pass1_iterations 2 \
    synthAdderAreaFrac 0.3182 \
    yosys.area_share.xor_xnor 0 \
    grt_pass1_vias 328 \
    met3WireLength_um 64 \
    netlist_logic_family_top "adder cells" \
    dp.cells 97 \
    synth-cells-yosys 32 \
    grt_pass1_wl_um 1545 \
    top_cells_by_area "sky130_fd_sc_hd__ha_1 (32%), sky130_fd_sc_hd__mux2i_1 (15%), sky130_fd_sc_hd__mux4_1 (9.5%), sky130_fd_sc_hd__nor2_1 (6.8%), sky130_fd_sc_hd__a22o_1 (6.4%)" \
    routed_wl_um 915 \
    power.share.switching 0.4048 \
    maximum_resistive_drop_on_vdd_v 0.00003336 \
    gp_routability_congestion 0.7160 \
    grt_start_max_net_pins 7 \
    die_width_um 80 \
    drtAntennaViolNets 0 \
    layout_top_cell_excl_fill_tap "sky130_fd_sc_hd__buf_4" \
    timing.final.crit_period_ns 1.645 \
    setup.worst_path.class "input pin to primary output" \
    power.switching_mw 0.05856 \
    slew-limit-headroom 0.8811 \
    drv_cap 0 \
    core_util_floorplan 0.08059 \
    finalClockPeriodUsage 1.096 \
    first_iter_violations 3 \
    finalWorstSetupSlack_ns -0.1446 \
    sequentialPowerShare 0 \
    detailroute.via_count 300 \
    post_route_cells_drive_above_1_share 0.6481 \
    core_area_um2 3416 \
    final_cell_mix "sky130_fd_sc_hd__buf_4 (7), sky130_fd_sc_hd__buf_2 (5), sky130_fd_sc_hd__buf_6 (5)" \
    instances_no_fill 100 \
]
critical path, stage by stage:
cell	delay, ns
sky130_fd_sc_hd__buf_8	0.11
sky130_fd_sc_hd__inv_8	0.06
sky130_fd_sc_hd__ha_4	0.12
sky130_fd_sc_hd__and2b_2	0.21
sky130_fd_sc_hd__or3b_1	0.35
sky130_fd_sc_hd__o21ai_1	0.08
sky130_fd_sc_hd__buf_2	0.11
layout make-up:
class,count,area [um2],area share
Inverter,3,23.77,0.03950
Tap cell,46,57.56,0.09563
Timing Repair Buffer,24,211.5,0.3514
Multi-Input combinational cell,27,309.0,0.5135
kinds of logic after synthesis:
| group | count (synthesis) |
|---|---|
| AOI/OAI and AO/OA | 6 |
| adders and majority gates | 7 |
| and+or+nand+nor | 8 |
| buffers and inverters | 5 |
| muxes | 6 |
per-layer routing:
layer / up-vias / track usage
li1: 159 / -
met1: 135 / 0.03243
met2: 6 / 0.05377
met3: 0 / 0.005682
met4: 0 / 0
met5: - / 0
worst paths after layout:
path                  cells past startpoint  slack [ns]   from     end
worst max-delay path                      7       -0.14  In[1]  Out[0]
worst min-delay path                      5        1.11  In[1]  Out[6]
synthesized netlist by cell type (all sizes together):
cell,number
or3b,1
a21oi,1
buf,2
mux2,1
ha,7
mux4,1
a22o,2
nand2,1
inv,3
and2b,1
a32o,1
mux2i,4
nor2,5
o21ai,2
power groups by stage:
| stage | sequential (mW) | combinational (mW) | clock, mW |
|---|---|---|---|
| final | 0 | 0.145 | 0 |
| after CTS | 0 | 0.138 | 0 |
| after global routing | 0 | 0.160 | 0 |
repair_timing:
item	in CTS	in global routing
pin swaps	5	1
setup endpoints to repair	7	6
setup buffers	2	0
hold buffers	0	0
gates resized	56	8
cloned	1	0
per-stage QoR:
stage / util / power [mW] / setup TNS (ns) / instance area (um2) / hold slack [ns]
2_1_floorplan: - / 0.04857 / 0 / 275.3 / 0.7001
3_3_place_gp: 0.1469 / 0.1212 / -5.769 / 501.7 / 1.701
3_5_place_dp: 0.1469 / 0.1223 / -5.748 / 501.7 / 1.675
4_1_cts: 0.1736 / 0.1380 / -0.4273 / 593.1 / 1.123
5_1_grt: 0.1762 / 0.1604 / -0.6104 / 601.8 / 1.146
6_report: 0.1762 / 0.1446 / -0.3499 / 601.8 / 1.106
No activity file was given, so power comes from the tool's default toggle rates.
