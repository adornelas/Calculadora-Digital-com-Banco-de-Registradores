### ./run.sh
#!/bin/bash
# OpenROAD 26Q1-2900-gdf79404cd8, Yosys 0.63+post, stock flow scripts
make -C /OpenROAD-flow-scripts/flow DESIGN_CONFIG=/design/flow/config.mk WORK_HOME=/design/flow/orfs finish
### ./config.mk
export PLATFORM = sky130hd
export DESIGN_NAME = demuxer
export DESIGN_NICKNAME = demuxer
export VERILOG_FILES = /design/flow/design.v
export SDC_FILE = /design/flow/constraint.sdc
export NUM_CORES = 4
export LEC_CHECK = 1
export CORE_AREA = 10 10 70 70
export DIE_AREA = 0 0 80 80
### ./constraint.sdc
current_design demuxer

set clk_period 1.0
set clk_io_pct 0.2

create_clock -name clk0 -period $clk_period

set non_clock_inputs [all_inputs -no_clocks]
set_input_delay [expr $clk_period * $clk_io_pct] -clock clk0 $non_clock_inputs
set_output_delay [expr $clk_period * $clk_io_pct] -clock clk0 [all_outputs]
### ./design.v
module demuxer(sel,a,s1,s2);
input [6:0] a;
output [6:0] s1,s2;
input sel;
assign s1 = sel ? a : 1'b0;
assign s2 = !sel ? a : 1'b0;
endmodule
==> notes.md <==
Notes on the flow run.

- The share of total power consumed by net switching is 25.28%, for reference.
- The static power due to leakage is 0.1745 nW, for reference.
- Of the total power, combinational logic draws 100.0%.
- The layout-stage area growth over the synthesis result is 251.8%, for reference.
- The share of total power in sequential cells is 0%, for reference.
- Before placement the cells fill 3.040% of the core.
- In the finished layout, the clock tree contains a buffer count of 0.
- The area of the synthesized netlist per yosys stat is roughly 100 um^2, for reference.
- The overall chip area is approximately 6400 um^2, for reference.
- The worst setup path is launched from an input pin.
- The total overflow reported by the global router is 0, for reference.
- The number of vias after detailed routing is 180, for reference.
- The last weighted congestion value of the routability-driven placer is approximately 0.72, for reference.
- For this design, the slowest cell found on the critical path is dlygate4sd2_1.
- The highest clock frequency the design can meet is 1011 MHz, for reference.
- The sequential cell count of the final layout is 0, for reference.
- In this run the power spent charging and discharging nets is 0.02251 mW.
- The flow ran to the end, and the final reports show no timing, DRC or antenna violations.
- Global routing used 1.432% of the available tracks across all layers.
- The largest voltage drop on the vdd net is 0.00002634 V, for reference.
- The final routed wire length divided by cell count is 6.805 um, for reference.
- Max-cap violations in this run came to 0.
- Endpoints failing hold in the final report were tallied at 0.
- The maximum number of pins on one net before global-route repair is 15, for reference.
- Dividing the detail-routed via count by the number of cells gives 2.195.
- The type of destination of the critical path is a primary output, for reference.
- The worst-margin pin slew is 0.09013 ns, for reference.
- The final critical-path required period is 0.9888 ns, for reference.
- The initial antenna violation count is 0, for reference.
- The width of the die is about 80 um, for reference.
- Fill cells in the final layout number ~410.
- The internal power is ~0.067 mW, for reference.
- The highest cell delay on the worst timing path is 0.24 ns, for reference.
- After the first detailed-routing iteration, the DRC count stood at 1.
- The biggest fanout along the worst timing path is 2, for reference.
- For this block, the routed nets add up to 558 um of wire.
- The number of standard cells reported by yosys is 15, for reference.
- The timing report notes that buffer and inverter cells on the critical path total 2.
- Antenna repair during routing inserted a diode count of 0.
- The areal power density over the cells is 243.7 nW/um^2, for reference.
- The count of nets left with antenna violations once routing finished came out at 0.
- The sequential cells in the finished layout cover a total of 0 um^2.
- The number of hold-repair buffers added at the cts stage is 0, for reference.
- The total of warnings raised by yosys is 0, for reference.
- The I/O pin total is 22, for reference.
- Among the stages of the critical path, the cell type that occurs most often is dlygate4sd2_1.
- In this run the cell area of the synthesized design comes to 103.9 um^2.
- The final instance count without filler cells is 82, for reference.
- Dividing the final minimum period by the clock period gives 98.88%.
- At the worst endpoint, the required time is 0.80 ns.
- The headroom to the max-slew limit is 93.99%, for reference.
- The first global-routing pass estimated 779 um of wire.
- The final report gives the core utilization as around a tenth.
- The mean post-synth cell area is 6.923 um^2, for reference.
- The row count is 21, for reference.
- The kind of cell with the highest combined delay along the critical path is buffers and inverters.
- The DRC violation count after routing is 0, for reference.
- The final max-slew violation count recorded for this run is 0.
- The share of power burned in the clock network is 0%, for reference.
- Before antenna repair, the detailed router went through 2 iterations.
- STA reports the tightest min-delay check as being of type input pin to primary output.
- The chip height is ~80 um, for reference.
- The netlist uses 4 different library cells.
- The data arrival time reported for the critical path is 0.79 ns.
- The buffer_ports step reported a buffer count of 22.
- Synthesis handed over a netlist of 15 instances.
- Warnings raised by the tools during the run amount to 32.
- The share of the Yosys chip area taken by registers is 0%.
- The fraction of final layout cells sized beyond drive strength 1 is 5.556%, for reference.
- The placed wire-length estimate after detailed placement is 484.3 um, for reference.
- Traced cell by cell, the critical path runs through dlygate4sd2_1 -> nor2b_1 -> dlygate4sd2_1.
- Looking at the setup timing report, the critical path kind is input pin to primary output.
- The number of global-route vias before repair is 141, for reference.
- In this run the standard cell core region covers 3416 um^2.
- The number of endpoints failing setup at the final stage is 0, for reference.
- Including well taps, the total number of placed cells is 82.
-- area by class of cell --
| cell class | count | area (um^2) | share of cell area [%] |
|---|---|---|---|
| Multi-Input combinational cell | 14 | 100.1 | 27.40 |
| Tap cell | 46 | 57.56 | 15.75 |
| Timing Repair Buffer | 22 | 207.7 | 56.85 |
-- cell families after synthesis --
kind of cell	share of synthesized area [%]
buffers and inverters	10.84
AND/OR/NAND/NOR	89.16
-- Yosys cell counts, drive strengths merged --
cell | number | share of area (%)
and2 | 7 | 42
buf | 1 | 11
nor2b | 3 | 18
and2b | 4 | 29
-- repair_timing --
| item | CTS | global route |
|---|---|---|
| setup endpoints to repair | 14 | 6 |
| hold endpoints to repair | 0 | 0 |
| setup buffers | 0 | 0 |
| pin swaps | 4 | 1 |
| gates resized | 34 | 6 |
-- path summary, 6_finish.rpt --
check / startpoint / endpoint / slack, ns / depth (start not counted)
setup / recovery: a[5] / s2[5] / 0.01 / 3
hold / removal: sel / s2[3] / 0.79 / 3
-- per-layer routing --
layer | GRT usage, % | vias up | part of all wire [%]
met5 | 0 | - | 0
met3 | 0.7955 | 0 | 23
met4 | 0 | 0 | 0
li1 | - | 87 | -
met2 | 1.445 | 22 | 19
met1 | 2.439 | 71 | 57
-- tightest hold or removal path: stages --
cell           delay [ns]
buf_6                0.12
nor2b_4              0.04
dlygate4sd2_1        0.23
-- power groups by stage --
stage     sequential, mW  clock, mW  combinational, mW
5_1_grt                0          0              0.101
6_report               0          0             0.0891
4_1_cts                0          0             0.0850
-- stage by stage --
stage	TNS (ns)	cell area [um^2]	total power, mW	setup slack (ns)	hold WS [ns]
global placement	-9.403	370.4	0.1103	-0.6948	1.332
CTS	0	352.8	0.08497	0.005999	0.7916
floorplan	0	103.9	0.02207	0.3885	0.4630
finish	0	365.4	0.08905	0.01119	0.7886
global route	-0.01802	365.4	0.1006	-0.01802	0.8232
detailed placement	-9.785	370.4	0.1115	-0.7294	1.337
-- placed cells by master (no fill, tap or decap) --
cell type	synthesis	layout
nor2b_1	3	2
dlygate4sd2_1	0	11
and2_1	7	7
and2b_1	4	4
clkdlybuf4s15_1	0	10
buf_6	1	1
nor2b_4	0	1
Power figures rest on the tool's default switching activity, not on a simulated workload.
